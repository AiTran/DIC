## /design/flow/run.sh

```bash
#!/bin/bash
# OpenROAD 26Q1-2900-gdf79404cd8, Yosys 0.63+post, stock flow scripts
make -C /OpenROAD-flow-scripts/flow DESIGN_CONFIG=/design/flow/config.mk WORK_HOME=/design/flow/orfs finish
```

## /design/flow/config.mk

```make
export PLATFORM = sky130hd
export DESIGN_NAME = RC4
export DESIGN_NICKNAME = RC4
export VERILOG_FILES = /design/flow/design.v
export SDC_FILE = /design/flow/constraint.sdc
export NUM_CORES = 4
export LEC_CHECK = 1
export CORE_UTILIZATION = 30
```

## /design/flow/constraint.sdc

```tcl
current_design RC4

set clk_period 35.0
set clk_io_pct 0.2

create_clock -name clk0 -period $clk_period [get_ports {clk}]

set non_clock_inputs [all_inputs -no_clocks]
set_input_delay [expr $clk_period * $clk_io_pct] -clock clk0 $non_clock_inputs
set_output_delay [expr $clk_period * $clk_io_pct] -clock clk0 [all_outputs]
```

## /design/flow/design.v

```verilog
`timescale 1ns/10ps
module RC4(clk,rst,key_valid,key_in,plain_read,plain_in_valid,plain_in,plain_write,plain_out,cipher_write,cipher_out,cipher_read,cipher_in,cipher_in_valid,done);
    input   clk,rst;
    input   key_valid,plain_in_valid,cipher_in_valid;
    input   [7:0] key_in,cipher_in,plain_in;
    output  reg done;
    output  reg plain_write,cipher_write,plain_read,cipher_read;
    output  [7:0] cipher_out,plain_out;
	reg		activation;
    reg     [7:0]   data_key [0:31];   
    reg     [7:0]   Sbox     [0:63];  
    reg     [7:0]   Sbox_pl     [0:63];  
    reg     [3:0]   state;
    reg     [7:0]   i,j,k1,k2;
    wire     [11:0]  final_data;
	wire     [11:0]  final_data1;
	parameter   Size_Key      = 32,
				Size_Sbox        = 64,
				state_sbox = 4'b0000,
				state_mix = 4'b0001,
				state_cipher = 4'b0010,
				state_cipher2 = 4'b0101,
				state_plain = 4'b0110,
				state_plain2 = 4'b1001;
assign final_data1  = Sbox_pl[k1[5:0]] + Sbox_pl[k2[5:0]];
assign final_data  = Sbox[k1[5:0]] + Sbox[k2[5:0]];
assign cipher_out       = plain_in ^ Sbox[final_data[5:0]];
assign plain_out       = cipher_in ^ Sbox_pl[final_data1[5:0]];
    always @(posedge clk or posedge rst) begin
        if(rst) begin
            i     <=  8'b0;
        end 
        else begin
            if (key_valid) begin
                if (i > Size_Key)begin
                    i    <= 8'b0;
                end
                else begin
                    data_key[i-1] <= key_in;
                    i    <= i+1;
                end
            end
        end
    end
    always @(posedge clk or posedge rst ) begin
        if (rst) begin
            state       <= state_sbox;
            k1              <= 8'b0;
            k2              <= 8'b0;
            plain_write     <= 1'b0;
            cipher_write    <= 1'b0;
            done       <= 1'b0;
            j     <=  8'b0;
        end
        else begin
            case(state)
                state_sbox: begin
                    if (j == Size_Sbox) begin
                        state   <= state_mix;
						k2    <= k2 + Sbox[k1] + data_key[k1[4:0]];
                    end
                    else begin
                        Sbox[j] <= j;
                        Sbox_pl[j] <= j;
                        j       <= j+1;
                end
                end
                state_mix: begin
                    Sbox[k1]   <= Sbox[k2[5:0]];
                    Sbox[k2[5:0]]   <= Sbox[k1];
                    Sbox_pl[k1]   <= Sbox_pl[k2[5:0]];
                    Sbox_pl[k2[5:0]]   <= Sbox_pl[k1];
                    if (k1 == Size_Sbox - 1)begin
                        state  <= state_cipher;
                        k1         <= 8'b0;
                        k2         <= 8'b0;
                    end
                    else begin
                        k1         <=  k1 + 1;
                        state  <=  state_sbox;
                    end
                end
				state_cipher: begin
					k1     = k1 + 1;
					cipher_write <= 1'b0;
					k2    = k2 + Sbox[k1[5:0]];
					Sbox[k1[5:0]]   <= Sbox[k2[5:0]];
					Sbox[k2[5:0]]   <= Sbox[k1[5:0]];
					state            <= state_cipher2;
					plain_read   <= 1'b1;
					end
                state_cipher2: begin
                    plain_read   <= 1'b0;
					cipher_write <= 1'b1;
					state   <= state_cipher;
                    if (!plain_in_valid) begin
                        state <= state_plain;
                        k1 <= 0;
                        k2 <= 0;
						cipher_write <= 1'b0;
                    end
                end
				state_plain: begin
                    k1     = k1 + 1;
                    plain_write <= 1'b0;
					k2    = k2 + Sbox_pl[k1[5:0]];
					Sbox_pl[k1[5:0]]   <= Sbox_pl[k2[5:0]];
                    Sbox_pl[k2[5:0]]   <= Sbox_pl[k1[5:0]];
                    state            <= state_plain2;
                    cipher_read   <= 1'b1;
				end
                state_plain2: begin
                    cipher_read   <= 1'b0;
					plain_write <= 1'b1;
					state   <= state_plain;
                    if (!plain_in_valid && !cipher_in_valid) begin
                        done <= 1;
						state   <= state_sbox;
                    end
                end
            endcase
        end
    end
endmodule
```

==> results.cfg <==
; implementation run metrics
[logic_synthesis]
yosysChipArea_um2 = 111000
syn_area_um2 = 111000
yosysWarnings = 4
synth_top_flop_cell = edfxtp_1
syn-instance-count = 12998
edf_count = 1218
ys_types = 108
ys_seq_share_pct = 33.8
async_flop_share_pct = 3.10
numSynthFlops = 1257
synth_area_per_cell_um2 = 8.55
ys_cells = 12998

[status]
stop_stage = global routing
tool.error = [ERROR GRT-0116] Global routing finished with congestion. Check the congestion regions in the DRC Viewer.
status = stopped before the end

[clocking]
h-tree-depth = 4
post_cts_resized = 0
post-cts-setup-buffers = 0
cts_root_buffer = clkbuf_16
cts_buffer_depth = 4
postCtsHoldBufs = 0
cts.sinks = 1257
cts_made_buffers = 172

[floorplanning]
die_h_um = 611
io-pin-count = 50
fp_util_pct = 30.1
die_w_um = 611
row_count = 223

[placed_design]
dp.cells = 18058
place_area_um2 = 128000
dp_hpwl_mm = 1100
gp_congestion = 1.37
numPortBuffers = 47

[global_route]
grtUsageTotal_pct = 86.1
grt_pass1_wl_mm = 2040
grt_overflow_total = 126
grt_pass1_vias = 170010
grt_max_degree = 82
[kinds of logic after synthesis]
| kind of cell | share of synthesized area (%) |
|---|---|
| XOR/XNOR | 0.512 |
| adder cells (fa/ha/maj) | 0.676 |
| flip-flops | 33.8 |
| AND-OR/OR-AND | 36.7 |
| buffers and inverters | 5.86 |
| multiplexers | 9.05 |
| AND/OR/NAND/NOR | 13.4 |
[per-layer routing]
| layer | overflow | global-route usage [%] |
|---|---|---|
| met5 | 1 | 71.0 |
| met4 | 22 | 76.2 |
| met3 | 33 | 82.1 |
| met2 | 46 | 91.3 |
| met1 | 24 | 89.6 |
[Yosys cell counts (all sizes together), types with 21 or more instances]
cell type	count	area, um^2
nor4	76	475
a222oi	195	1950
a21o	130	976
o31ai	70	531
a211oi	36	275
o22ai	36	225
and2	44	275
inv	64	240
a311oi	141	1240
a22o	394	3450
a22oi	1280	9640
mux2i	981	9820
buf	218	990
nand3	432	2180
a211o	148	1300
and3	58	363
ha	44	551
nor2b	29	181
o221ai	117	1020
nand2b	24	150
a2111oi	23	208
mux2	21	236
dfrtp	38	951
or4	21	158
a221oi	565	4950
xnor2	35	307
o21ai	876	4390
a31oi	63	400
edfxtp	1218	36600
nor2	698	2620
o2111ai	157	1380
o211ai	102	766
clkbuf	1402	5260
xor2	22	193
a221o	100	1000
nand2	1110	4170
a21oi	1162	5820
nor3	282	1420
nand4	326	2040
o311ai	46	403
[through the flow]
stage | worst slack, ns | power [mW] | utilization (%)
2_1_floorplan | 20.77 | 17.9 | -
3_3_place_gp | 18.44 | 35.9 | 34.6
3_5_place_dp | 18.53 | 35.6 | 34.6
4_1_cts | 17.45 | 37.5 | 36.1
Power figures rest on the tool's default switching activity, not on a simulated workload.
