[design/flow/config.mk]
export PLATFORM = sky130hd
export DESIGN_NAME = div
export DESIGN_NICKNAME = div
export VERILOG_FILES = /design/flow/design.v
export SDC_FILE = /design/flow/constraint.sdc
export NUM_CORES = 4
export LEC_CHECK = 1
export CORE_AREA = 10 10 113 113
export DIE_AREA = 0 0 123 123
[design/flow/constraint.sdc]
current_design div

set clk_period 17.9
set clk_io_pct 0.2

create_clock -name clk0 -period $clk_period

set non_clock_inputs [all_inputs -no_clocks]
set_input_delay [expr $clk_period * $clk_io_pct] -clock clk0 $non_clock_inputs
set_output_delay [expr $clk_period * $clk_io_pct] -clock clk0 [all_outputs]
[design/flow/design.v]
`timescale 1ns / 10ps
module div(out, in1, in2, dbz);
parameter width = 8;
input  	[width-1:0] in1;  
input  	[width-1:0] in2;  
output  [width-1:0] out;  
output dbz;
reg	[width-1:0] out;
reg	[width-1:0] a;
reg	[width-1:0] b;
reg	[width-1:0] nb;
reg	[width:0] P;
reg				dbz;
integer	i;
always @ (in1, in2)
begin
	a = in1;
	b = in2;
	P = 9'b0;
	if( b == 0) begin
		dbz = 1; end
	for(i=0; i<8; i = i+1) begin
		P[8:0] = {P[7:0], a[7]};  
		a[7:1] = a[6:0];  
		P=P-b;
		if(P[8] == 1) begin
			a[0] = 0;
			P=P+b;
		end
		else begin
			a[0] = 1;
		end
	end
	out[7:0] = a[7:0];
end
endmodule
[design/flow/run.sh]
#!/bin/bash
# OpenROAD 26Q1-2900-gdf79404cd8, Yosys 0.63+post, stock flow scripts
make -C /OpenROAD-flow-scripts/flow DESIGN_CONFIG=/design/flow/config.mk WORK_HOME=/design/flow/orfs finish
==> run notes <==
Implementation results

The run finished, with violations left. The final reports fail on setup timing. For the worst min-delay path, the startpoint reported by OpenROAD is in2[7].

The most common cell in the netlist is sky130_fd_sc_hd__ha_1. The cell type that accounts for the most area after synthesis is sky130_fd_sc_hd__ha_1. The floorplan has 37 rows. Entering global routing, the biggest net connects 18 pins. At the end of the flow the core is filled with cells to 0.687. The share of the synthesized netlist area taken by xor and xnor gates is 0.191.

During placement, the flow inserted port buffers numbering 24. The overall chip area is about 15000 um2. STA classifies the critical path endpoint as a primary output. The final weighted congestion of routability-driven global placement is approximately 0.92. Yosys mapped the design onto approximately 53 distinct sky130hd cell types. The area growth from synthesis to layout is 54.8%. Note, the detailed placer reported a final HPWL of 10800 um. The warning tally printed by Yosys for this design is 1. The share of synthesized area in the top cell type comes to 0.276.

The post-placement worst setup slack is -5210 ps. The transition time at the pin with the least slew margin is between 400 and 500 ps. Max-cap violations in this run came to 0. STA classifies the critical path startpoint as an input pin. Dividing the synthesized area by the synthesized cell count gives roughly 7.8 um2. The area reported by Yosys stat is 4580 um2. The maximum fanout count along the critical path is 6. The synthesis run shows the most used standard cells to be sky130_fd_sc_hd__ha_1, sky130_fd_sc_hd__xnor2_1, sky130_fd_sc_hd__a21oi_1, sky130_fd_sc_hd__inv_1, sky130_fd_sc_hd__nor2_1. The layout report lists the combined flip-flop and latch area as 0 um2.

The setup slack of the critical path after layout is -4340 ps. The number of hold-repair buffers added at the cts stage is 0. The final critical-path required period is approximately 22000 ps. The total number of vias is between 4000 and 5000. The dominant combinational cell family by area after synthesis is adder cells.

For this run, the register share of the synthesized area comes to 0. The number of pins exceeding their max-slew limit in the final report is 0. The detailed placer reported the number of placed instances as 937.

The largest stage delay on the critical path is between 400 and 500 ps. Setup repair after global routing could not meet its margin everywhere. The final timing report lists a hold violation count of 0. The total area inside the core boundary comes to about 10000 um2. For this run, the detailed router reports a per-instance via density of a little over 5. The fraction of layout instances using a drive strength above 1 is 0.398.

The cell area after technology mapping is ~4600 um2. The number of iterations in the first detailed-routing pass is 8. The detail route stage leaves a number of antenna-violating nets equal to 0. Hold timing on the final database bottoms out at a slack of 8180 ps. The data arrival time reported for the critical path is 18660 ps.

The adder and majority gate portion of the synthesized area is 0.328. The number of global-route vias before repair is approximately 4800. 0 antenna diodes ended up in the layout. The cell count of the worst hold path is 6.

After synthesis, the design contains roughly 590 cells according to Yosys. The type of the worst min-delay path is in2out. Post-route period utilization is reported as 1.24.

The final-layout setup total negative slack is -8650 ps. The design has 0 sequential cells. The share of cell area taken by muxes after synthesis is 0.0587. The average detailed-routed wire length per instance is 14.2 um. The synthesized instance count is between 500 and 600.

The top-level port count is 25. By area the synthesized netlist is led by sky130_fd_sc_hd__ha_1, sky130_fd_sc_hd__xnor2_1, sky130_fd_sc_hd__xor2_1. The worst slew slack as a fraction of its limit is 0.667.

The y dimension of the die is around 120 um. The die extent in x is 123 um. Looking at the setup timing report, the critical path kind is in2out.

Global routing finished with a remaining overflow of 0. Of the total synthesized cell area, the portion taken by AND-OR and OR-AND cells is 0.219. The global-route wire length before repair is 23200 um.

The cell seen most often among critical-path stages is sky130_fd_sc_hd__a21oi_2. For this run, design rule violations remaining after detail routing come to 0. The cell type of the slowest stage on the worst timing path is sky130_fd_sc_hd__or4_4. The all-layer global routing usage is 0.189. Summed over all layers, the routed wires come to roughly 14000 um. The number of antenna violations at the first check in global routing came to 0.

The share of synthesized cell area in and, or, nand and nor gates is 0.149. Per the log, the first TritonRoute iteration ended with a DRC count of between 300 and 400. The upper clock frequency limit is roughly 45 MHz. The worst path required time is 14320 ps. At the floorplan stage, the core utilization is reported as 0.444.

The endpoint of the worst hold path is reported as out[0]. After layout, the clock buffer instance count stands at 0. The finished layout holds about 980 standard cells, fillers aside. The tally of OpenROAD warnings is roughly 45. Endpoints with negative setup slack in the final report add up to 3.
-- how the worst max path moves through the flow --
stage | startpoint | end | slack, ps
CTS | in1[7] | out[0] | -4170
global route | in1[7] | out[0] | -5290
finish | in1[7] | out[0] | -4340
-- cell families (layout without fill, tap and decap cells) --
family	after synthesis	count (layout)
buffers and inverters	61	309
muxes	23	23
adders and majority gates	113	113
other	1	1
and+or+nand+nor	134	134
xor gates and xnor gates	100	100
AOI/OAI and AO/OA	159	159
-- per-layer routing --
layer | wire (um) | share of wire | track usage | vias to the layer above
met4 | 83 | 0.0060 | 0.00509 | 0
met5 | 0 | 0 | 0 | -
li1 | - | - | - | 2589
met1 | 6490 | 0.47 | 0.259 | 2261
met2 | 6610 | 0.48 | 0.335 | 97
met3 | 648 | 0.047 | 0.0153 | 6
-- cells in the final DEF, fill, tap and decap left out, types with 4 or more instances in the layout --
cell	instances
sky130_fd_sc_hd__nand2_1	26
sky130_fd_sc_hd__a21o_1	21
sky130_fd_sc_hd__nor3_1	5
sky130_fd_sc_hd__a21oi_2	10
sky130_fd_sc_hd__xnor2_2	5
sky130_fd_sc_hd__nand3_1	5
sky130_fd_sc_hd__o21bai_1	14
sky130_fd_sc_hd__mux2_2	10
sky130_fd_sc_hd__buf_6	5
sky130_fd_sc_hd__nor2_4	4
sky130_fd_sc_hd__o21a_1	8
sky130_fd_sc_hd__xor2_2	6
sky130_fd_sc_hd__or4_4	4
sky130_fd_sc_hd__xnor2_1	62
sky130_fd_sc_hd__fa_1	7
sky130_fd_sc_hd__mux2_4	6
sky130_fd_sc_hd__nor2_1	42
sky130_fd_sc_hd__o21ai_0	24
sky130_fd_sc_hd__a21oi_1	40
sky130_fd_sc_hd__ha_1	94
sky130_fd_sc_hd__nor2b_1	14
sky130_fd_sc_hd__ha_4	5
sky130_fd_sc_hd__fa_2	5
sky130_fd_sc_hd__buf_4	231
sky130_fd_sc_hd__o21ai_1	10
sky130_fd_sc_hd__nand2b_1	9
sky130_fd_sc_hd__mux2i_1	5
sky130_fd_sc_hd__clkdlybuf4s50_1	17
sky130_fd_sc_hd__inv_1	44
sky130_fd_sc_hd__xor2_1	27
-- metrics by stage --
| step | cell area, um2 |
|---|---|
| floorplan | 4810 |
| global placement | 6610 |
| detailed placement | 6610 |
| CTS | 7080 |
| global route | 7090 |
| finish | 7090 |
-- repair_timing --
action                                  in CTS  in global routing
setup buffers                               42                  9
pin swaps                                   59                 50
endpoints found under the setup margin       3                  3
gates resized                               74                 18
-- worst max-delay path: cells and delay by family --
family,cells,cell delay (ps)
AND-OR/OR-AND,30,4720
buffers and inverters,6,570
AND/OR/NAND/NOR,26,3990
adder cells (fa/ha/maj),10,2640
XOR/XNOR,16,2420
multiplexers,3,710
-- cell type report --
| cell class | instances | area [um2] |
|---|---|---|
| Fill cell | 797 | 3230 |
| Inverter | 50 | 199 |
| Timing Repair Buffer | 259 | 2010 |
| Tap cell | 136 | 170 |
| Multi-Input combinational cell | 530 | 4720 |
