<file path="./design.v">
`timescale 1ns/10ps
module CS(Y, X, reset, clk);
input clk, reset; 
input 	[7:0] X;
output 	[9:0] Y;
reg     [71:0] data;
wire    [11:0] sum;
reg     [11:0] c_sum;
wire    [7:0] avg;
wire	[7:0] appr;
wire    [12:0] out;
always @(posedge clk or posedge reset) begin
    if(reset) begin                     
        data <= 72'b0;
        c_sum <= 0;  
    end
    else begin
        data <= {data[63:0], X[7:0]};        
        c_sum <= sum;
    end
end
assign sum = c_sum - {4'b0, data[71:64]} + {4'b0, X};
assign avg = c_sum/9;
Compare cp(appr, data, avg);
assign out = (appr*9+ c_sum)/8;
assign Y= out;
endmodule
module Compare(out1, in, avg_1);
input [71:0] in;
output [7:0] out1;
input [7:0] avg_1;
integer i;
reg [7:0] out1;
reg [7:0] appr1;
reg 	[7:0] e;
reg 	[7:0] a;
reg		[7:0] d;
wire [7:0] avg_1;
wire [71:0] in;
reg [71:0] c_in;
always @(in) begin
c_in = in;
appr1 = 8'b0;
for( i=0; i<9; i=i+1) begin
	a[7:0] = c_in[7:0];
	c_in = c_in >> 8;
	if(a<=avg_1) begin
		d= avg_1 - a;
		e= avg_1- appr1;
		if(d<=e) begin
			appr1 = a;
		end
		else begin
			appr1 = appr1;
		end
	end
end
out1 = appr1;
end
endmodule
</file>
<file path="./run.sh">
#!/bin/bash
# OpenROAD 26Q1-2900-gdf79404cd8, Yosys 0.63+post, stock flow scripts
make -C /OpenROAD-flow-scripts/flow DESIGN_CONFIG=/design/flow/config.mk WORK_HOME=/design/flow/orfs finish
</file>
<file path="./config.mk">
export PLATFORM = sky130hd
export DESIGN_NAME = CS
export DESIGN_NICKNAME = CS
export VERILOG_FILES = /design/flow/design.v
export SDC_FILE = /design/flow/constraint.sdc
export NUM_CORES = 4
export LEC_CHECK = 1
export CORE_UTILIZATION = 50
</file>
<file path="./constraint.sdc">
current_design CS

set clk_period 68.0
set clk_io_pct 0.2

create_clock -name clk0 -period $clk_period [get_ports {clk}]

set non_clock_inputs [all_inputs -no_clocks]
set_input_delay [expr $clk_period * $clk_io_pct] -clock clk0 $non_clock_inputs
set_output_delay [expr $clk_period * $clk_io_pct] -clock clk0 [all_outputs]
</file>
==> flow_summary.ini <==
; synthesis and place-and-route metrics
[detailed_routing]
top_layer_used = met4
postRouteWirelength_um = 37140
diodes = 0
drc = 0
routedWlPerCell_um = 18.04
wl_met1_um = 17440
avgViaCountPerCell = 5.801
antenna_left = 0
dr.pass1.iters = 8
dr_wl_met2_um = 17080
drt-initial-drc-count = 796
wl_met3_um = 2027
via_count = 11940

[yosys]
avgSynthCellArea_um2 = 8.056
top_cells_by_count = ha_1, inv_1, a21oi_1
yosys-stat-cells = 1695
edf_count = 0
yosysTopAreaCell = ha_1
synth_area_um2 = 13660
top_cell = ha_1
ys_types = 98
ys.warnings.count = 2
netlist_instances = 1695
synthArstFlopShare = 1.000
ff_type = dfrtp_1
ys_ff = 84
top_cell_area_share = 0.2107
ys_seq_share = 0.1539
synth.area.top_cells = ha_1, dfrtp_1, xnor2_1
ys_area_um2 = 13660

[setup_path]
arrival_ns = 39.31
cp_slowest_cell = or4_4
reg2reg_to = c_sum[11]$_DFF_PP0_
path_max_fanout = 30
cp.required_ns = 54.40
reg2reg_slack_ns = 64.20
r2r_start = c_sum[3]$_DFF_PP0_
crit_type = flop to primary output
r2r_cells = 16
crit_start = c_sum[9]$_DFF_PP0_
slowest_delay_ns = 0.88
end_kind = primary output
critPathLaunchType = flop

[floorplanning]
dieArea_um2 = 27980
core_area_um2 = 26880
top_level_ports = 20
fp_util = 0.5081
die_w_um = 167.3
row_count = 60
die_h_um = 167.3

[place]
dpl.hpwl_um = 29150
pre_cts_ws_ns = 15.87
dpl.cell_count = 2044
port_buffers = 19
routabilityCongestion = 0.9350

[hold_path]
min_delay_path_depth = 0
whs_endpoint = data[21]$_DFF_PP0_
min_path_type = flop to flop
hp-start = data[13]$_DFF_PP0_

[clock_tree]
cts_hold_buf = 0
cts_root_buffer = clkbuf_16
clockBufferDepth = 2
h-tree-depth = 3
cts.sinks = 84
cts_tree = yes
clk_latency_ns = 0.36
clk_pin_slew_ns = 0.07
cts_setup_buffers = 0
cts_buffers = 9
cts_resized = 0

[final_timing]
finalClockPeriodUsage = 0.7781
worst_slack_ns = 15.09
max_freq_mhz = 18.90
setup_tns_ns = 0
rsz0062_at_grt = false
final.setup_skew_ns = 0.01462
fin_crit_ns = 52.91
worst_pin_slew_ns = 0.8583
drv_slew = 0
slew_headroom = 0.4257
finalSetupViolCount = 0
hold_violations = 0

[layout]
synthToLayoutAreaGrowth_pct = 6.826
nFillCells = 2508
drive_above_1_share = 0.05646
fin_cells = 2059

[grt]
grt_pass1_wl_um = 60350
grt_pass1_vias = 11540
grt_max_degree = 49
antenna_found_initial = 0
grt_usage = 0.2802
globalRouteOverflowTotal = 0

[run_status]
status = complete, no violations

[job]
tool_warnings = 31
max_cap_viol_count = 0
-- cells in the final DEF (no fill, tap or decap), drive strengths merged, types with 15 or more instances in the layout --
| cell type | Yosys | final |
|---|---|---|
| nor2b | 40 | 40 |
| mux2 | 19 | 19 |
| o21bai | 17 | 17 |
| clkdlybuf4s50 | 0 | 19 |
| a211oi | 15 | 15 |
| nand2b | 43 | 43 |
| a21oi | 124 | 124 |
| xor2 | 42 | 42 |
| xnor2 | 95 | 95 |
| buf | 9 | 17 |
| and2 | 18 | 18 |
| nor2 | 102 | 102 |
| inv | 213 | 212 |
| nand2 | 94 | 94 |
| ha | 230 | 230 |
| a31oi | 17 | 17 |
| or3 | 17 | 17 |
| dfrtp | 84 | 84 |
| nand3 | 34 | 34 |
| nor3 | 32 | 32 |
| mux2i | 37 | 37 |
| a21o | 33 | 33 |
| nand4 | 16 | 16 |
| fa | 26 | 26 |
| o21a | 21 | 21 |
| o21ai | 128 | 128 |
-- area by class of cell --
cell class / instances / area, µm² / area share
clock inverters: 4 / 48.80 / 0.003345
inverters: 215 / 815.8 / 0.05592
multi-input cells: 1368 / 10620 / 0.7283
well taps: 341 / 426.7 / 0.02925
flip-flops and latches: 84 / 2102 / 0.1441
repair buffers: 36 / 317.8 / 0.02179
clock buffers: 11 / 252.7 / 0.01733
-- stage by stage --
stage	util	hold slack, ns	cell area [µm²]
after CTS	0.5428	0.3818	14590
after global placement	0.5316	0.3628	14290
final	0.5428	0.3777	14590
after detailed placement	0.5316	0.3724	14290
after floorplan	-	0.3537	13660
after global routing	0.5428	0.3925	14590
-- worst max-delay path by stage --
stage / endpoint / slack (ns) / depth (start not counted)
4_1_cts: Y[9] / 15.27 / 184
6_report: Y[9] / 15.09 / 184
5_1_grt: Y[9] / 11.57 / 181
-- state kept, by name, summed over array words and instances (netlist names) --
register  flops
c_sum        12
data         72
-- worst max-delay path, delay by kind of cell (launching register included) --
kind	cells	cell delay, ns
simple gates	34	7.24
fa+ha+maj	27	7.50
xor+xnor	10	1.34
flops	1	0.81
compound gates	85	15.77
mux	7	2.41
buf+inv	21	3.78
-- metal layers --
layer,vias to the layer above,track usage
met5,-,0
met4,0,0.04228
met3,35,0.04333
met2,288,0.4564
met1,5521,0.4079
li1,6100,-
-- cell families after synthesis --
kind of cell / Yosys count / synth area share
flops: 84 / 0.1539
simple gates: 446 / 0.1679
buf+inv: 243 / 0.06909
fa+ha+maj: 258 / 0.2503
mux: 56 / 0.04334
compound gates: 471 / 0.2275
xor+xnor: 137 / 0.08787
